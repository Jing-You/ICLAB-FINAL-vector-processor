==> design/flow/design.v <==
// synopsys translate_off
`timescale  1ns/1ps
// synopsys translate_on
module dsram (addr,clk,en_wr,in,out);
parameter numAddr = 8;
parameter numWords = 256;
parameter wordLength = 32;
input 				clk;
input 				en_wr;
input 	[numAddr-1:0] 		addr;
input 	[wordLength-1:0] 	in;
output 	[wordLength-1:0] 	out;
reg   [wordLength-1:0]   	memory[numWords-1:0];
reg  	[wordLength-1:0]	data_out1;
reg 	[wordLength-1:0] 	out;
always @ (posedge clk) 
	if (en_wr)
		data_out1 <= memory[addr];
	else 
		memory[addr] <= in;
always @ (data_out1)begin
		out = data_out1;
end
endmodule
==> design/flow/run.sh <==
#!/bin/bash
# OpenROAD 26Q1-2900-gdf79404cd8, Yosys 0.63+post, stock flow scripts
make -C /OpenROAD-flow-scripts/flow DESIGN_CONFIG=/design/flow/config.mk WORK_HOME=/design/flow/orfs finish
==> design/flow/config.mk <==
export PLATFORM = sky130hd
export DESIGN_NAME = dsram
export DESIGN_NICKNAME = dsram
export VERILOG_FILES = /design/flow/design.v
export SDC_FILE = /design/flow/constraint.sdc
export NUM_CORES = 4
export LEC_CHECK = 1
export CORE_UTILIZATION = 50
export SYNTH_MEMORY_MAX_BITS = 65536
==> design/flow/constraint.sdc <==
current_design dsram

set clk_period 69.2
set clk_io_pct 0.2

create_clock -name clk0 -period $clk_period [get_ports {clk}]

set non_clock_inputs [all_inputs -no_clocks]
set_input_delay [expr $clk_period * $clk_io_pct] -clock clk0 $non_clock_inputs
set_output_delay [expr $clk_period * $clk_io_pct] -clock clk0 [all_outputs]
==> metrics.cfg <==
[drt]
vias=146000
dr.pass1.iters=8
drtAntennaViolNets=0
viasPerCell=6.42
route.detailed.drc=0
drt_iter0_drc=9472
drt-total-wl_um=877000
wire_per_inst_um=38.5

[power_and_ir_drop]
ir_drop_v=0.0000300
leakagePower_nw=108
powerDensity_mw_per_mm2=29.1

[clocking]
cts_tree=built
root_buffer=clkbuf_16
clock_path_buffers=4
cts_resized=0
worst_skew_pair.late_latency_ns=1.16
cts_made_buffers=801
path_clk_slew_ns=0.06
hold_buffers=0
h-tree-depth=6
post_cts_buffers=0
clock_sinks=8224

[setup_path]
start_kind=primary input
critPathKind=in -> reg
crit_path_end_kind=register
crit_fanout=84
crit_arrival_ns=20.26
cp.required_ns=70.05

[logic_synthesis]
synth_cell_types=20
ys_area_mm2=0.309
netlist_instances=13100
avgSynthCellArea_um2=23.7
numSynthFlops=8224
yosys_warnings=2
ys_cells=13100
synth_area_mm2=0.309
seq_area_frac_synth=0.799

[placed_design]
place_congestion=0.873
port_buffers=73
hpwl_um=501000

[worst_hold_path]
hold_path_class=reg -> reg

[global_routing]
grt_pass1_wl_um=1230000
grt_usage=0.324
grt_start_max_net_pins=108
overflow=0
grt_pass1_vias=165000
antenna_found_initial=28

[layout]
fill_cells=42400
drive_gt1_frac=0.302
lay_top_count=edfxtp_1
area_growth_pct=13.8
lay_top_cells=edfxtp_1, mux4_2, a22oi_1

[timing]
period_needed_ns=19.41
setup_viol=0
setup-tns-final_ns=0
fin_crit_sh=0.281
rsz0062_at_grt=false
hold_viol_final=0
max_freq_mhz=51.5
holdWs_ns=1.07
drv_slew=4
tightest_slew_ns=1.57
clock-skew-final_ns=0.0622
slew_headroom=-0.0475

[die]
fp_util=0.502
num_rows=288
dieArea_mm2=0.622
fp.dieW_um=788
core_mm2=0.615
ios=74
die_y_um=788

[run]
drv_cap=2
stage_log_warnings=34

[run_status]
status=complete, but fails checks
violations=max-capacitance violations, max-slew violations

## per-stage QoR
stage	power (mW)	instance area, um2	instances	utilization	worst slack [ns]
final	10.2	352000	22800	0.572	49.79
after detailed placement	6.09	326000	21300	0.530	48.49
after CTS	10.3	352000	22800	0.572	49.69
after floorplan	5.83	309000	13100	-	52.03
after global routing	10.5	352000	22800	0.572	49.33
after global placement	6.08	326000	21300	0.530	47.45
## layer usage
layer | vias to the layer above | track usage | part of all wire
met5 | - | 0.0343 | 0.0033
met4 | 64 | 0.113 | 0.049
met3 | 1644 | 0.321 | 0.23
met2 | 12500 | 0.438 | 0.45
met1 | 73200 | 0.348 | 0.26
li1 | 58800 | - | -
## synth_stat cells
library cell  count  area, um2
edfxtp_1       8224     247000
mux4_2         2048      46100
a22oi_1        1024       7690
a21oi_1         512       2560
clkbuf_1        477       1790
nor2_1          259        972
buf_2           186        931
o41ai_1         128       1120
buf_1            84        315
buf_4            33        248
nand2_1          33        124
nand4_1          32        200
buf_6             8       90.1
nor2b_1           6       37.5
and2_1            3       18.8
nand2b_1          2       12.5
nor3b_1           2       15.0
and3b_1           1       8.76
nor3_1            1       5.00
or2_2             1       6.26
## sequential cells by signal, indices dropped and copies added, names as in the netlist
register   count
memory      8192
data_out1     32
## logic make-up after synthesis
family          count (synthesis)  synth area share
compound gates               1664            0.0368
buf+inv                       788            0.0109
flops                        8224             0.799
mux                          2048             0.149
simple gates                  340           0.00453
## report_power, final
part           switching (mW)  internal (mW)  total (mW)  leakage, nW
Clock                    1.83           2.42        4.24         12.5
Combinational           0.326          0.160       0.486         21.5
Sequential            0.00840           5.49        5.50         74.0
## critical path, stage by stage
cell and delay [ns]:
buf_16 0.32, buf_4 0.63, buf_4 0.67, buf_4 0.53, buf_4 0.58, buf_4 0.51, buf_4 0.60, mux4_2 0.40
a22oi_1 0.22, a21oi_1 0.23, buf_4 0.24, o41ai_1 1.09, nand4_1 0.16
## final cells by class
type                    instances  area [um2]  area share
diodes                         15        37.5    0.000107
clock buffers                1000       21100      0.0599
clock inverters               471        4420      0.0126
multi-input cells            4052       62000       0.176
flip-flops and latches       8224      247000       0.702
well taps                    8120       10200      0.0289
repair buffers                900        7370      0.0209
## path summary, 6_finish.rpt
check | cells after the start | slack (ns) | from | endpoint
setup / recovery | 13 | 49.79 | addr[1] | data_out1[18]
setup reg to reg | 6 | 65.86 | memory[107][29] | data_out1[29]
hold reg to reg | 5 | 1.07 | memory[178][22] | data_out1[22]
hold / removal | 5 | 1.07 | memory[178][22] | data_out1[22]
No activity file was given, so power comes from the tool's default toggle rates.
